==> flow/design.v <==
module DCT(clk,rst_n,ena,done,pipe0,pipe1,pipe2,pipe3,
			data_in0,data_in1,data_in2,data_in3,data_in4,data_in5,data_in6,data_in7,
			data_out0,data_out1,data_out2,data_out3,data_out4,data_out5,data_out6,data_out7,
			M0,M1,M2,M3,P0,P1,P2,P3,M03,M12,P03,P12,M4,P4);
parameter DATA_IN_WIDTH = 8;
parameter DATA_IN_SIGNED_WIDTH = DATA_IN_WIDTH + 1'b1;
parameter FACTOR_WIDTH = 4;
parameter FACTOR_SIGNED_WIDTH = FACTOR_WIDTH + 1'b1;
parameter TEMP_MULTIPLY_SIGNED_WIDTH = 17;  
parameter DATA_OUT_SIGNED_WIDTH = 19;
input clk,rst_n,ena;
input signed [DATA_IN_SIGNED_WIDTH - 1:0] data_in0,data_in1,data_in2,data_in3,data_in4,data_in5,data_in6,data_in7;
output signed [DATA_OUT_SIGNED_WIDTH - 1:0] data_out0,data_out1,data_out2,data_out3,data_out4,data_out5,data_out6,data_out7;
output done;
output pipe0,pipe1,pipe2,pipe3;
output signed [DATA_IN_SIGNED_WIDTH :0] M0,M1,M2,M3,P0,P1,P2,P3;
output signed [DATA_IN_SIGNED_WIDTH + 1:0] M03,M12,P03,P12;
output signed [DATA_IN_SIGNED_WIDTH + 2:0] M4,P4;
reg signed [DATA_OUT_SIGNED_WIDTH - 1:0] data_out0,data_out1,data_out2,data_out3,data_out4,data_out5,data_out6,data_out7;
reg signed [DATA_OUT_SIGNED_WIDTH - 1:0] data_out_reg0,data_out_reg1,data_out_reg2,data_out_reg3,
			 data_out_reg4,data_out_reg5,data_out_reg6,data_out_reg7;
reg done;
reg signed [DATA_IN_SIGNED_WIDTH :0] M0,M1,M2,M3,P0,P1,P2,P3;
reg signed [DATA_IN_SIGNED_WIDTH + 1:0] M03,M12,P03,P12;
reg signed [DATA_IN_SIGNED_WIDTH + 2:0] M4,P4;
reg signed [TEMP_MULTIPLY_SIGNED_WIDTH - 1:0] tempMultiply[21:0];
reg pipe0;
reg pipe1;
reg pipe2;
reg pipe3;
reg signed [FACTOR_SIGNED_WIDTH - 1:0]	C1 = 4'd15,
				C2 = 4'd14,
				C3 = 4'd13,
				C4 = 4'd11,
				C5 = 4'd9,
				C6 = 4'd6,
				C7 = 4'd3;
	localparam 		IDLE		= 3'b011;
	localparam 		STAGE1 		= 3'b001;
	localparam 		STAGE2		= 3'b010;
	localparam		STAGE3		= 3'b111;
	localparam 		STAGE4 		= 3'b100;
	localparam 		STAGE5 		= 3'b101;
	localparam 		STAGE6 		= 3'b110;
	reg [2:0] current_state = 3'b000;
	reg [2:0] next_state = 3'b000;
	always @(posedge clk or negedge rst_n)
		begin
			if (!rst_n)
				current_state <= IDLE;
			else
				current_state <= next_state;
		end
	always @ (rst_n,current_state,ena,data_in0,data_in1,data_in2,data_in3,data_in4,data_in5,data_in6,data_in7)
		begin
			if (!rst_n)
				next_state = IDLE;
			else
				case(current_state)
					IDLE:	
						if (ena)
							next_state = STAGE1;
					STAGE1:
							next_state = STAGE2;
					STAGE2:
							next_state = STAGE3;
					STAGE3:
							next_state = STAGE4;
					STAGE4:
							next_state = STAGE5;
					STAGE5:
							next_state = STAGE6;
					STAGE6:
							next_state = IDLE;
					default:
							next_state = IDLE;
				endcase
		end
	always @(posedge clk or negedge rst_n)
		begin
			if (!rst_n)
				begin
				  data_out0 <= 16'b0;
				  data_out1 <= 16'b0;
				  data_out2 <= 16'b0;
				  data_out3 <= 16'b0;
				  data_out4 <= 16'b0;
				  data_out5 <= 16'b0;
				  data_out6 <= 16'b0;
				  data_out7 <= 16'b0;
				 M0 <= 9'b0;
				 M1 <= 9'b0;
				 M2 <= 9'b0;
				 M3 <= 9'b0;
				 P0 <= 9'b0;
				 P1 <= 9'b0;
				 P2 <= 9'b0;
				 P3 <= 9'b0;
				 pipe0 <= 0;
				 M03 <= 10'b0;
				 M12 <= 10'b0;
				 P03 <= 10'b0;
				 P12 <= 10'b0;
				 pipe1 <= 0;
				 M4 <= 11'b0;
				 P4 <= 11'b0;
				 pipe2 <= 0;
				 tempMultiply[0]  <= 16'b0;
				 tempMultiply[1]  <= 16'b0;
				 tempMultiply[2]  <= 16'b0;
				 tempMultiply[3]  <= 16'b0;
				 tempMultiply[4]  <= 16'b0;
				 tempMultiply[5]  <= 16'b0;
				 tempMultiply[6]  <= 16'b0;
				 tempMultiply[7]  <= 16'b0;
				 tempMultiply[8]  <= 16'b0;
				 tempMultiply[9]  <= 16'b0;
				 tempMultiply[10]  <= 16'b0;
				 tempMultiply[11]  <= 16'b0;
				 tempMultiply[12]  <= 16'b0;
				 tempMultiply[13]  <= 16'b0;
				 tempMultiply[14]  <= 16'b0;
				 tempMultiply[15]  <= 16'b0;
				 tempMultiply[16]  <= 16'b0;
				 tempMultiply[17]  <= 16'b0;
				 tempMultiply[18]  <= 16'b0;
				 tempMultiply[19]  <= 16'b0;
				 tempMultiply[20]  <= 16'b0;
				 tempMultiply[21]  <= 16'b0;
				 pipe3 <= 0;
				end
			else
				begin
					case(current_state)
						IDLE:
							begin
							  data_out0 <= 16'b0;
							  data_out1 <= 16'b0;
							  data_out2 <= 16'b0;
							  data_out3 <= 16'b0;
							  data_out4 <= 16'b0;
							  data_out5 <= 16'b0;
							  data_out6 <= 16'b0;
							  data_out7 <= 16'b0;
							 M0 <= 9'b0;
							 M1 <= 9'b0;
							 M2 <= 9'b0;
							 M3 <= 9'b0;
							 P0 <= 9'b0;
							 P1 <= 9'b0;
							 P2 <= 9'b0;
							 P3 <= 9'b0;
							 pipe0 <= 0;
							 M03 <= 10'b0;
							 M12 <= 10'b0;
							 P03 <= 10'b0;
							 P12 <= 10'b0;
							 pipe1 <= 0;
							 M4 <= 11'b0;
							 P4 <= 11'b0;
							 pipe2 <= 0;
							 tempMultiply[0]  <= 16'b0;
							 tempMultiply[1]  <= 16'b0;
							 tempMultiply[2]  <= 16'b0;
							 tempMultiply[3]  <= 16'b0;
							 tempMultiply[4]  <= 16'b0;
							 tempMultiply[5]  <= 16'b0;
							 tempMultiply[6]  <= 16'b0;
							 tempMultiply[7]  <= 16'b0;
							 tempMultiply[8]  <= 16'b0;
							 tempMultiply[9]  <= 16'b0;
							 tempMultiply[10]  <= 16'b0;
							 tempMultiply[11]  <= 16'b0;
							 tempMultiply[12]  <= 16'b0;
							 tempMultiply[13]  <= 16'b0;
							 tempMultiply[14]  <= 16'b0;
							 tempMultiply[15]  <= 16'b0;
							 tempMultiply[16]  <= 16'b0;
							 tempMultiply[17]  <= 16'b0;
							 tempMultiply[18]  <= 16'b0;
							 tempMultiply[19]  <= 16'b0;
							 tempMultiply[20]  <= 16'b0;
							 tempMultiply[21]  <= 16'b0;
							 pipe3 <= 0;
							end
						STAGE1:
							begin
								 M0 <= data_in0 - data_in7;
								 M1 <= data_in1 - data_in6;
								 M2 <= data_in2 - data_in5;
								 M3 <= data_in3 - data_in4;
								 P0 <= data_in0 + data_in7;
								 P1 <= data_in1 + data_in6;
								 P2 <= data_in2 + data_in5;
								 P3 <= data_in3 + data_in4;
								 pipe0 <= 1;
							end
						STAGE2:
							begin
								 M03 <= P0 - P3;
								 M12 <= P1 - P2;
								 P03 <= P0 + P3;
								 P12 <= P1 + P2;
								 pipe1 <= 1;
							end
						STAGE3:
							begin
							  M4 <= P03 - P12;
							  P4 <= P03 + P12;
							  pipe2 <= 1;
							end
						STAGE4:
							begin
							 tempMultiply[0]  <= P4*C4;
							 tempMultiply[1]  <= M0*C1;
							 tempMultiply[2]  <= M1*C3;
							 tempMultiply[3]  <= M2*C5;
							 tempMultiply[4]  <= M3*C7;
							 tempMultiply[5]  <= M03*C2;
							 tempMultiply[6]  <= M12*C6;
							 tempMultiply[7]  <= M0*C3;
							 tempMultiply[8]  <= M1*C7;
							 tempMultiply[9]  <= M2*C1;
							 tempMultiply[10]  <= M3*C5;
							 tempMultiply[11]  <= M4*C4;
							 tempMultiply[12]  <= M0*C5;
							 tempMultiply[13]  <= M1*C1;
							 tempMultiply[14]  <= M2*C7;
							 tempMultiply[15]  <= M3*C3;
							 tempMultiply[16]  <= M03*C6;
							 tempMultiply[17]  <= M12*C2;
							 tempMultiply[18]  <= M0*C7;
							 tempMultiply[19]  <= M1*C5;
							 tempMultiply[20]  <= M2*C3;
							 tempMultiply[21]  <= M3*C1;
							 pipe3 <= 1;
							end
						STAGE5:	
							begin
							 data_out_reg0  <= tempMultiply[0];
							 data_out_reg1  <= tempMultiply[1] + tempMultiply[2] + tempMultiply[3] + tempMultiply[4];
							 data_out_reg2  <= tempMultiply[5] + tempMultiply[6];
							 data_out_reg3  <= tempMultiply[7] - tempMultiply[8] - tempMultiply[9] - tempMultiply[10];
							 data_out_reg4  <= tempMultiply[11];
							 data_out_reg5  <= tempMultiply[12] - tempMultiply[13] + tempMultiply[14] + tempMultiply[15];
							 data_out_reg6  <= tempMultiply[16] - tempMultiply[17];
							 data_out_reg7  <= tempMultiply[18] - tempMultiply[19] + tempMultiply[20] - tempMultiply[21];
							 done <= 1;
							end	
						STAGE6:
							begin
							 data_out0 <= data_out_reg0;
							 data_out1 <= data_out_reg1;
							 data_out2 <= data_out_reg2;
							 data_out3 <= data_out_reg3;
							 data_out4 <= data_out_reg4;
							 data_out5 <= data_out_reg5;
							 data_out6 <= data_out_reg6;
							 data_out7 <= data_out_reg7;
							end
						default:
							begin
							  data_out0 <= 16'b0;
							  data_out1 <= 16'b0;
							  data_out2 <= 16'b0;
							  data_out3 <= 16'b0;
							  data_out4 <= 16'b0;
							  data_out5 <= 16'b0;
							  data_out6 <= 16'b0;
							  data_out7 <= 16'b0;
							 M0 <= 9'b0;
							 M1 <= 9'b0;
							 M2 <= 9'b0;
							 M3 <= 9'b0;
							 P0 <= 9'b0;
							 P1 <= 9'b0;
							 P2 <= 9'b0;
							 P3 <= 9'b0;
							 pipe0 <= 0;
							 M03 <= 10'b0;
							 M12 <= 10'b0;
							 P03 <= 10'b0;
							 P12 <= 10'b0;
							 pipe1 <= 0;
							 M4 <= 11'b0;
							 P4 <= 11'b0;
							 pipe2 <= 0;
							 tempMultiply[0]  <= 16'b0;
							 tempMultiply[1]  <= 16'b0;
							 tempMultiply[2]  <= 16'b0;
							 tempMultiply[3]  <= 16'b0;
							 tempMultiply[4]  <= 16'b0;
							 tempMultiply[5]  <= 16'b0;
							 tempMultiply[6]  <= 16'b0;
							 tempMultiply[7]  <= 16'b0;
							 tempMultiply[8]  <= 16'b0;
							 tempMultiply[9]  <= 16'b0;
							 tempMultiply[10]  <= 16'b0;
							 tempMultiply[11]  <= 16'b0;
							 tempMultiply[12]  <= 16'b0;
							 tempMultiply[13]  <= 16'b0;
							 tempMultiply[14]  <= 16'b0;
							 tempMultiply[15]  <= 16'b0;
							 tempMultiply[16]  <= 16'b0;
							 tempMultiply[17]  <= 16'b0;
							 tempMultiply[18]  <= 16'b0;
							 tempMultiply[19]  <= 16'b0;
							 tempMultiply[20]  <= 16'b0;
							 tempMultiply[21]  <= 16'b0;
							 pipe3 <= 0;
							end
					endcase
				end
		end
endmodule 
==> flow/run.sh <==
#!/bin/bash
# OpenROAD 26Q1-2900-gdf79404cd8, Yosys 0.63+post, stock flow scripts
make -C /OpenROAD-flow-scripts/flow DESIGN_CONFIG=/design/flow/config.mk WORK_HOME=/design/flow/orfs finish
==> flow/config.mk <==
export PLATFORM = sky130hd
export DESIGN_NAME = DCT
export DESIGN_NICKNAME = DCT
export VERILOG_FILES = /design/flow/design.v
export SDC_FILE = /design/flow/constraint.sdc
export NUM_CORES = 4
export LEC_CHECK = 1
export CORE_UTILIZATION = 30
==> flow/constraint.sdc <==
current_design DCT

set clk_period 15.8
set clk_io_pct 0.2

create_clock -name clk0 -period $clk_period [get_ports {clk}]

set non_clock_inputs [all_inputs -no_clocks]
set_input_delay [expr $clk_period * $clk_io_pct] -clock clk0 $non_clock_inputs
set_output_delay [expr $clk_period * $clk_io_pct] -clock clk0 [all_outputs]
==> deck_impl_summary.md <==
Physical Implementation Snapshot

Pwr
  • P_int: 3.412 mW
  • PD cells: 73.97 nW/um2
  • Power, Total: 4.699 mW
  • Sequential Power Share: 41.7%
  • Switching share of total power: 27.38%
  • Clock network power share: 43.8%
  • Leakage: 29.48 nW
  • Max rail drop VDD: 0.07965 mV
  • Comb pwr share: 14.6%
  • Switch Pwr: 1.287 mW

Critical path
  • Max incr delay on CP: 760 ps
  • Critical Path RT: 12640 ps
  • Worst setup EP type: output port
  • Crit path from: M1[1]$_DFFE_PN0N_
  • CP arrival: 2230 ps
  • Crit-path max FO: 7
  • Crit path cell chain: clkdlybuf4s50_1
  • Cell family with most CP delay: flip-flops
  • CP startpoint kind: register
  • RR Startpoint: M2[1]$_DFFE_PN0N_
  • CP max-delay cell: dfrtp_1
  • WS Path Type: reg -> out
  • R2r setup slk: 11230 ps
  • Worst Path Buf+Inv: 1

Synth
  • Area fraction in compound gates: 15.22%
  • Top comb family, area: adder cells
  • Synth mux share: 0.1666%
  • Yosys Instances: 5723
  • Post-Syn Instances: 5723
  • #FFs+latches synth: 734
  • Post-synth ARST share: 80.25%
  • Adder Share, Synth: 25.09%
  • Top cells by area: dfrtp_1 (27%), ha_1 (14%), fa_1 (11%), edfxtp_1 (7.9%), inv_1 (6.3%)
  • Post-synthesis xor/xnor area fraction: 6.459%
  • Netlist cell types: 92
  • Post-synth EDFFs: 142
  • Area leader, netlist: dfrtp_1
  • Synth Area per Inst: 9.448 um2
  • Warnings from Yosys: 2
  • Dominant cell area share: 27.17%
  • Most common reg cell: dfrtp_1
  • Most instantiated cells after synthesis: inv_1 (902), nand2_1 (782), ha_1 (601), dfrtp_1 (587), o21ai_0 (572)
  • Chip area in the Yosys report: 54070 um2
  • Simple share: 9.928%
  • Most frequent cell after synthesis: inv_1
  • Mapped cell area: 54070 um2

STA
  • Endpoints left unconstrained: 6
  • Slew HR: 44.48%
  • Fmax: 185.5 MHz
  • Final Hold Viols: 0
  • Fin Hold WS: 444.4 ps
  • Setup TNS: 0 ps
  • Layout Skew: 33.71 ps
  • # setup viols final: 0
  • Final Cycle Share: 34.11%
  • Max Transition Viols Final: 0
  • RSZ-0062 raised after global routing: false
  • Post-layout minimum cycle time: 5390 ps
  • Measured slew at the worst slew-check pin: 832.7 ps
  • Register pins left without a clock: 3

Die
  • Num ports: 380
  • Die Span Y: 426.5 um
  • Core region area: 178800 um2
  • DIE WIDTH: 426.5 um
  • DIE AREA: 181900 um2
  • Row count: 155
  • FP Core Util: 30.24%

Route
  • DR WL/cell: 19.48 um
  • Pre-antenna DRT Iters: 5
  • ANT nets after route: 0
  • Vias: 39470
  • Drt total wl: 165500 um
  • Vias per std cell: 4.643
  • DRC: 0
  • DRT iter0 DRCs: 1714

Place
  • I/O Buffers: 376
  • DPL Wire Length: 132800 um
  • Final Wtd Congestion: 0.9493

Clock tree
  • Max Buffers Root-to-Sink: 3
  • CTS tree: done
  • Later-pin clock latency in the skew report: 710 ps
  • H-tree levels: 3
  • Post-CTS resize count: 0
  • Total CTS buffers: 86
  • Hold buffer count at CTS: 0
  • Post-CTS setup repair buffer count: 0
  • Clk slew on worst S/H paths: 60 ps
  • CTS root buf: clkbuf_16

GRT
  • First-pass GRT wire length: 248700 um
  • Initial antenna violation count: 3
  • Grt ovf: 0
  • Vias in the first global route: 38960
  • Largest net degree at the start of global routing: 131
  • Gr usage total: 18.92%

Min path
  • Start point of the worst hold path: tempMultiply[0][9]$_DFFE_PN0N_
  • HP Class: reg -> reg

Final layout
  • Share of cells above drive strength 1: 4.867%
  • Layout fillers: 17810
  • Synth-to-Final Area Change: 17.51%

Run
  • OpenROAD warning count: 156
  • Maxcap violations: 0

Status
  • Status: finished, final reports clean
## stage by stage
| step | cell area (um2) | utilization, % | worst slack [ps] | instances |
|---|---|---|---|---|
| 2_1_floorplan | 54070 | - | 8809 | 5724 |
| 3_3_place_gp | 60620 | 33.90 | 10020 | 8336 |
| 3_5_place_dp | 60620 | 33.90 | 9994 | 8336 |
| 4_1_cts | 63530 | 35.53 | 10330 | 8498 |
| 5_1_grt | 63530 | 35.53 | 10330 | 8499 |
| 6_report | 63530 | 35.53 | 10410 | 8500 |
## cell usage in the layout, fill, tap and decap left out, types with 8 or more instances in the layout
master           count
nand2b_1            81
nor3_1              36
clkbuf_16           87
nor2b_1             50
dfrtp_1            587
or3_1               14
a31oi_1             22
buf_4               79
mux2i_1              9
o21ai_0            572
a31o_2              15
nand3_1             35
a41oi_1              8
a32o_1              13
a32oi_1              8
nand2_1            780
a22o_1              79
inv_1              902
nor2_1             148
o31ai_1             39
a21boi_0            21
a21o_1              86
xnor2_1            257
a21oi_1            241
o21a_1              40
o211ai_1            11
o21bai_1            39
nor4_1              10
o21ai_1             42
a211oi_1            15
fa_1               302
clkbuf_8            14
clkdlybuf4s50_1    375
xor2_1             139
edfxtp_1           142
ha_1               601
clkbuf_1            16
or2_2                9
clkinv_2            20
## flip-flops by register name, indices dropped and copies added, names as in the netlist, 17 cells and up
register and cells:
data_out1 19, data_out7 19, data_out_reg7 19, data_out4 17, data_out5 19, data_out_reg1 19, data_out3 19, data_out2 17
tempMultiply 299, data_out_reg3 19, data_out_reg5 19, data_out_reg6 17, data_out_reg4 17
## metal layers
layer  wire, um  track usage, %
met1      73950           27.28
met2      75340           28.87
met3      10660           4.808
met4       5588           5.311
met5          0               0
## final timing paths
path	to	cells after the start
worst max-delay path	M1[1]	1
worst min-delay path	data_out_reg0[9]$_DFFE_PP_	0
worst max register to register	tempMultiply[9][15]$_DFFE_PN0N_	15
worst min register to register	data_out_reg0[9]$_DFFE_PP_	0
max in group asynchronous	M03[10]$_DFFE_PN0N_	4
min in group asynchronous	tempMultiply[3][5]$_DFFE_PN0N_	1
## power by group through the flow
stage	logic, mW	registers, mW	clock network, mW
6_report	0.684	1.96	2.06
4_1_cts	0.695	1.96	2.12
5_1_grt	0.770	1.96	2.18
## area by class of cell
cell class / count / area, um2 / area share [%]
Antenna cell: 2 / 5.005 / 0.007877
Clock buffer: 117 / 2430 / 3.824
Clock inverter: 45 / 480.5 / 0.7562
Inverter: 908 / 3408 / 5.365
Multi-Input combinational cell: 3882 / 30810 / 48.50
Sequential cell: 734 / 19050 / 29.99
Tap cell: 2355 / 2947 / 4.638
Timing Repair Buffer: 457 / 4402 / 6.928
## cell families (layout without fill, tap and decap cells)
group | after synthesis | in the layout
latches | 3 | 3
AND-OR/OR-AND | 1339 | 1339
buffers and inverters | 1108 | 1527
multiplexers | 9 | 9
other | 2 | 5
AND/OR/NAND/NOR | 1231 | 1231
adder cells (fa/ha/maj) | 903 | 903
XOR/XNOR | 397 | 397
flip-flops | 731 | 731
No activity file was given, so power comes from the tool's default toggle rates.
